===== design/flow/run.sh =====
#!/bin/bash
# OpenROAD 26Q1-2900-gdf79404cd8, Yosys 0.63+post, stock flow scripts
make -C /OpenROAD-flow-scripts/flow DESIGN_CONFIG=/design/flow/config.mk WORK_HOME=/design/flow/orfs finish

===== design/flow/constraint.sdc =====
current_design Segment

set clk_period 1.0
set clk_io_pct 0.2

create_clock -name clk0 -period $clk_period

set non_clock_inputs [all_inputs -no_clocks]
set_input_delay [expr $clk_period * $clk_io_pct] -clock clk0 $non_clock_inputs
set_output_delay [expr $clk_period * $clk_io_pct] -clock clk0 [all_outputs]

===== design/flow/design.v =====
module Segment(D , Out);
	input [3:0] D ;
	output reg [6:0] Out ;
	always@(D)begin
		case(D)	
			4'b0000 : Out = 7'b1000000 ;	 
			4'b0001 : Out = 7'b1111001 ;
			4'b0010 : Out = 7'b0100100 ;
			4'b0011 : Out = 7'b0110000 ;
			4'b0100 : Out = 7'b0011001 ;
			4'b0101 : Out = 7'b0010010 ;
			4'b0110 : Out = 7'b0000010 ;
			4'b0111 : Out = 7'b1111000 ;
			4'b1000 : Out = 7'b0000000 ;
			4'b1001 : Out = 7'b0010000 ;
			4'b1010 : Out = 7'b0111111 ; 
			4'b1011 : Out = 7'b0111111 ; 
			4'b1100 : Out = 7'b0111111 ;
			4'b1101 : Out = 7'b0111111 ;
			4'b1110 : Out = 7'b0111111 ; 
			4'b1111 : Out = 7'b0111111 ;
		endcase
	end
endmodule

===== design/flow/config.mk =====
export PLATFORM = sky130hd
export DESIGN_NAME = Segment
export DESIGN_NICKNAME = Segment
export VERILOG_FILES = /design/flow/design.v
export SDC_FILE = /design/flow/constraint.sdc
export NUM_CORES = 4
export LEC_CHECK = 1
export CORE_AREA = 10 10 70 70
export DIE_AREA = 0 0 80 80

==> run summary <==
Main metrics from the flow reports.

STA reports the tightest min-delay check as being of type input port to output port. The global-route wire length before repair came out at 1.31 mm. The checks that failed: setup timing. The x dimension of the die is 80 um. Once the floorplan was initialized, standard cells occupied 7.03% of the core. Per the Yosys statistics, synthesis produced 31 cells. The area of the multi-input gates is 292 um2. The largest vdd supply drop came out at 0.0519 mV. The routed design ends up with an antenna cell count of 0.

The normalized max-slew margin came out at 87.7%. The total detailed-routing wirelength came out at 797 um. Setup slack on the critical path of the routed design comes to -0.231 ns.

Per the final report, max-transition violations number 0. Yosys shows that the main logic family after synthesis is simple AND/OR/NAND/NOR gates. The register share after synthesis is 0%.

The final standard cell area without fillers came out at 541 um2. The quantity of hold-fixing buffers added after cts is 0. The adder and majority gate portion of the synthesized area is 26.0%. Per the layout area report, the register area comes to 0 um2. The total routing usage reported by global routing is 2.36%. The number of fillers in the final layout came out at 375.

The number of global-route vias before repair came out at 289. Summing internal, switching and leakage power gives 0.192 mW. Max fanout on the critical path was recorded as 2.

Entering global routing, the biggest net connects 10 pins. The number of antenna violations at the first check in global routing came out at 0. The global placer's final weighted congestion is 0.735. Signal nets in the final route climb as high as met3. After synthesis, the cell types taking the most area are ha_1 26%, buf_6 9.4%, a22oi_1 6.3%. The share of the synthesized area in the top cell type is 26.0%.

The worst setup path is launched from an input port. The share of the synthesized netlist area taken by xor and xnor gates is 0%. In this run the core area contains 21 standard-cell rows. The required time at the worst endpoint is listed as 0.80 ns. The mean instance size in the synthesized netlist came out at 7.75 um2. The number of max-capacitance violations reported came out at 0.

Per the detail_route report, DRC violations left total 0. The number of buffer cells added on primary ports is 11. The routed design could run at a clock period as short as 1.23 ns. The sum of met3 wire segment lengths after detailed routing is 79 um.

The placed wire-length estimate is 564 um. The count of flip-flops and latches is 0. On the critical path the data arrives at 1.03 ns.

The vertical die dimension is 80 um. The number of violations reported at the end of detailed-routing iteration 0 came out at 10. Setup repair after global routing could not meet its margin everywhere.

Per the post-synthesis report, the number of cells in the design is 31. The warning total across the stage logs is 38. The warning count from the yosys run came out at 1. The area fraction in mux cells is 4.17%.

The I/O pin count is 11. In this run, the synthesized area fraction spent on AND-OR/OR-AND gates is recorded as 21.4%. The number of vias in the routed layout came out at 281. The mean routed wirelength per cell came out at 8.30 um.

The post-synthesis instance area is 240 um2. The layout clock buffer count came out at 0. The post-layout utilization of the core is 15.8%. Recorded from the global router log, the overflow total was 0. The wire length on met1 came out at 356 um. The share of cells above drive strength 1 is 72.0%. The setup-violating endpoint count in the final report is 7.

STA classifies the critical path endpoint as an output port. The cell area after placement came out at 438 um2. The post-layout period usage of the worst path is 123%. Summed over all cells, the static leakage comes to 0.234 nW. The die area came out at 6400 um2. The area added between synthesis and finish is 125%. Yosys reports a chip area of 240 um2. The number of search-and-repair iterations in the first detailed-routing pass came out at 2. The remaining antenna violation count after routing is 0.

The library cell with the largest summed area after synthesis is ha_1. Endpoints failing hold in the final report were tallied at 0. The number of distinct library cells after synthesis is 20. The slew of the pin with the lowest slew margin is 0.180 ns. The peak clock frequency supported by timing came out at 0.813 GHz. The critical path is of the input port to output port type. The power density normalized to cell area came out at 356 nW/um2. The cell-mix breakdown from Yosys lists the simple-gate area share as 32.8%. The region available for standard cell placement spans 3420 um2.

Per the detail_route report, vias per standard cell equal 2.93. Per the detail_route log, met2 wirelength is 361 um. The run finished, with violations left.
==> metal layers <==
metal | GRT usage [%] | vias up
met3 | 0.682 | 0
met5 | 0 | -
met2 | 3.93 | 7
li1 | - | 144
met4 | 0 | 0
met1 | 3.10 | 130
==> final timing paths <==
kind / start / slack, ns / to / cells after the start
worst min-delay path: D[2] / 0.80 / Out[5] / 3
worst max-delay path: D[0] / -0.23 / Out[4] / 7
==> synth_stat cells <==
cell type and count:
a21o_1 1, a21oi_1 2, a22oi_1 2, a31oi_1 1, and2b_1 1, and2b_4 1, and3b_1 1, buf_6 2
ha_1 5, inv_1 4, mux2i_1 1, nand2_1 1, nand2b_1 1, nor2_1 2, nor2b_4 1, nor3b_1 1
o21ai_0 1, o31ai_1 1, or2_1 1, or2b_1 1
==> metrics by stage <==
step	std cells	hold slack [ns]	TNS, ns	worst slack [ns]
5_1_grt	96	0.833	-1.44	-0.274
3_5_place_dp	93	1.51	-6.72	-1.03
6_report	96	0.796	-1.10	-0.231
4_1_cts	96	0.774	-1.20	-0.248
2_1_floorplan	31	0.475	0	0.0456
3_3_place_gp	93	1.51	-6.64	-1.00
==> placed cells by master, fill, tap and decap left out <==
cell / synthesis / layout
a21oi_1: 2 / 1
ha_4: 0 / 4
a21o_1: 1 / 1
buf_2: 0 / 9
a21oi_2: 0 / 1
and2b_4: 1 / 1
ha_1: 5 / 1
nand2_1: 1 / 1
buf_4: 0 / 5
nor2_2: 0 / 1
nor3b_2: 0 / 1
nand2b_1: 1 / 1
and3b_1: 1 / 1
inv_6: 0 / 1
o31ai_4: 0 / 1
or2_4: 0 / 1
a22oi_1: 2 / 2
and2b_1: 1 / 1
or2b_1: 1 / 1
inv_1: 4 / 2
a31oi_1: 1 / 1
nor2_4: 0 / 1
buf_8: 0 / 2
mux2i_1: 1 / 1
nor2b_4: 1 / 1
o21ai_2: 0 / 1
inv_4: 0 / 1
buf_6: 2 / 5
==> logic make-up after synthesis <==
kind of cell / count (synthesis)
simple gates: 11
compound gates: 8
buf+inv: 6
fa+ha+maj: 5
mux: 1
==> repair_timing <==
| item | in CTS | in global routing |
|---|---|---|
| pin swaps | 9 | 5 |
| endpoints found under the hold margin | 0 | 0 |
| endpoints found under the setup margin | 7 | 7 |
| buffers inserted | 3 | 0 |
| gates resized | 60 | 9 |
==> critical path, stage by stage <==
cell	delay (ns)
buf_8	0.08
inv_6	0.03
buf_6	0.10
ha_4	0.14
or2b_1	0.22
a31oi_1	0.15
buf_2	0.11
==> report_power, final <==
part           internal (mW)  switching (mW)
Sequential                 0               0
Combinational          0.112          0.0803
Clock                      0               0
==> layout make-up <==
class                      instances  share of cell area, %
timing repair buffer              21                   31.3
tap                               46                   10.6
multi-input combinational         25                   53.9
inverter                           4                   4.17
Power and IR drop assume default switching activity.
