--- ./config.mk ---
export PLATFORM = sky130hd
export DESIGN_NAME = clk2
export DESIGN_NICKNAME = clk2
export VERILOG_FILES = /design/flow/design.v
export SDC_FILE = /design/flow/constraint.sdc
export NUM_CORES = 4
export LEC_CHECK = 1
export CORE_AREA = 10 10 112 112
export DIE_AREA = 0 0 122 122
--- ./constraint.sdc ---
current_design clk2

set clk_period 3.2
set clk_io_pct 0.2

create_clock -name clk0 -period $clk_period [get_ports {clock}]

set non_clock_inputs [all_inputs -no_clocks]
set_input_delay [expr $clk_period * $clk_io_pct] -clock clk0 $non_clock_inputs
set_output_delay [expr $clk_period * $clk_io_pct] -clock clk0 [all_outputs]
--- ./design.v ---
module clk2 (clock , Oclock);
	input clock ;
	output reg Oclock = 0 ;
	reg [25:0] counter = 0 ;
	always@(posedge clock) begin
		counter <= counter +1 ;
		if(counter == 7125000)begin
			counter <= 0 ;
			Oclock <= !Oclock ;
		end
	end
endmodule
--- ./run.sh ---
#!/bin/bash
# OpenROAD 26Q1-2900-gdf79404cd8, Yosys 0.63+post, stock flow scripts
make -C /OpenROAD-flow-scripts/flow DESIGN_CONFIG=/design/flow/config.mk WORK_HOME=/design/flow/orfs finish
==> out/qor.csv <==
metric,value,unit
yosys xor share,0.1488,
Cell area leaders,"dfxtp_1, xnor2_1, xor2_1, nand3_1, nor2_1",
Top non-seq family,simple AND/OR/NAND/NOR gates,
clk latency late pin,0.27,ns
Max-cap violations,0,
Post-synth seq share,0.4676,
number of CTS-inserted buffers,3,
final setup fails,0,
Total Wirelength,2.060,mm
"antenna viol nets, final",0,
Critical Path Stages,1,
Crit Path Class,flip-flop to output port,
crit start category,flip-flop,
Slew Limit Fails,0,
Yosys top cell by area,dfxtp_1,
# Post-CTS Setup Buffers,0,
worst reg2reg startpoint,counter[8],
"Chip Area, Yosys",1177,um2
slowest CP cell,clkdlybuf4s50_1,
Hold Path Class,flip-flop to flip-flop,
Sink Count,27,
CP Capture Type,output port,
Hold Buf Count CTS,0,
top area contributor share,0.4421,
crit path buf inv count,1,
Max stage delay on crit path,0.50,ns
Setup TNS Final,0,ns
Chip Area,14880,um2
CTS tree,done,
fa+ha+maj area frac,0.02125,
vias per cell,3.144,
mapped cell area,1177,um2
net switching power,0.1012,mW
FILL cells,1150,
AO/OA Area Share,0.008502,
FP Rows,37,
Die X,122,um
FMAX,0.5633,GHz
"Clk pin slew, worst setup/hold paths",0.09,ns
ANT cells,0,
YS warnings,1,
Resize count post-CTS,0,
dpl hpwl,1.540,mm
dpl cells,260,
status,finished clean,
layout cells sized above 1,0.05469,
ys cells,124,
crit-path cells,clkdlybuf4s50_1,
Area Overhead vs Synth,18.92,%
Syn Inst Count,124,
"worst slack, placed",1.464,ns
Sw Share,0.1925,
DR WL/cell,7.803,um
peak supply drop,144.1,uV
RD Place Congestion,0.8089,
DR iter-0 viols,45,
Clock Path Buffers,2,
gr ovfl total,0,
"delay-heaviest family, CP",buffers and inverters,
Pwr Total,0.5256,mW
reg2reg setup slack,1.46,ns
vias in the first global route,775,
global-route usage over all layers,0.02897,
RSZ-0062 raised after global routing,false,
Leakage,0.4649,nW
final hold slack,0.4751,ns
largest net degree at the start of global routing,16,
Clock Tree Root,clkbuf_8,
Reg-to-Reg End,counter[24],
Tmin final,1.775,ns
Final Cycle Share,0.5548,
Int Power,0.4244,mW
Flops after synth,27,
tool warning count,26,
post-synthesis mux area share,0.01700,
H-tree levels,1,
Basic Gates by Area,0.3114,
Clk pwr share,0.358,
fp util,0.1151,
Final WS setup,1.425,ns
Worst R2R Path Depth,4,
first-pass GRT wire length,3.601,mm
Via Count,830,
Worst Tran Pin Value,0.5227,ns
final hold violations,0,
Critical Path End,Oclock,
Slew HR,0.6486,
Syn Area/Cell,9.495,um2
logic gate share of total power,0,
Seq pwr share,0.642,
core box area,10230,um2
Chip Height,122,um
Critical Path AT,1.14,ns
Setup Skew,0.005959,ns
Port Buf Inserts,1,
Top Ports,2,
initial antenna violation count,0,
Finished Layout Cells,264,
WP data required,2.56,ns
Pre-antenna DRT Iters,4,
CP startpoint,Oclock,
PwrDens,375.4,nW/um2
synth unique cells,24,
Max Fanout on Critical Path,2,
DR DRC count,0,
[worst min path at each step]
stage,start,endpoint,slack [ns],cells after the start
CTS,counter[25],counter[25],0.48,1
global route,counter[25],counter[25],0.49,1
finish,counter[25],counter[25],0.48,1
[worst reg2reg max path, delay by kind of cell (launching register included)]
family	cells	cell delay, ns
xor+xnor	1	0.14
simple gates	3	1.08
flops	1	0.43
[state kept, by name (all words and copies together), names as in the netlist]
signal and count:
counter 26, Oclock 1
[metal layers]
| layer | GRT usage | wire [um] |
|---|---|---|
| met5 | 0 | 0 |
| met3 | 0.009390 | 123 |
| met4 | 0.001490 | 0 |
| met1 | 0.04177 | 1057 |
| met2 | 0.04341 | 879 |
[layout by cell type, fill, tap and decap left out, types with 4 or more instances in the layout]
cell type / instances
xor2_1: 10
nor2_1: 14
nand3_1: 15
and3_1: 4
xnor2_1: 10
inv_1: 7
dfxtp_1: 26
nand4_1: 5
nand2_1: 9
nor4_1: 4
[power by group through the flow]
| stage | combinational [mW] | clock (mW) | sequential, mW |
|---|---|---|---|
| after CTS | 0.000000218 | 0.197 | 0.337 |
| after global routing | 0.000000218 | 0.212 | 0.337 |
| final | 0.000000218 | 0.188 | 0.337 |
[kinds of logic (layout without fill, tap and decap cells)]
family	Yosys count	count (layout)
and+or+nand+nor	63	63
DFF	27	27
xor gates and xnor gates	20	20
buffers and inverters	8	12
adders and majority gates	2	2
AOI/OAI and AO/OA	2	2
muxes	2	2
[area by class of cell]
| type | instances | area (um2) | area share |
|---|---|---|---|
| multi-input combinational | 89 | 596.8 | 0.4263 |
| sequential | 27 | 550.5 | 0.3932 |
| tap | 136 | 170.2 | 0.1215 |
| clock buffer | 3 | 41.29 | 0.02949 |
| inverter | 7 | 26.28 | 0.01877 |
| timing repair buffer | 1 | 10.01 | 0.007149 |
| clock inverter | 1 | 5.005 | 0.003575 |
[cells in the mapped netlist]
master	count
ha_1	2
nor4_1	4
and3_1	4
nor2_1	14
clkbuf_1	1
inv_1	7
nor4_2	1
nor4b_1	1
nand4_1	5
xor2_1	10
nand2_1	9
dfxtp_1	26
nor3_1	3
and2_1	1
xnor2_1	10
nand4_4	1
nand4bb_1	1
mux2i_1	2
or4b_1	1
edfxtp_1	1
nor4_4	1
nand3_1	15
o21ai_0	2
and3b_1	2
[metrics by stage]
| stage | area [um2] | util |
|---|---|---|
| after floorplan | 1177 | - |
| after global placement | 1354 | 0.1323 |
| after detailed placement | 1354 | 0.1323 |
| after CTS | 1400 | 0.1368 |
| after global routing | 1400 | 0.1368 |
| final | 1400 | 0.1368 |
Power figures rest on the tool's default switching activity, not on a simulated workload.
